==> flow/design.v <==
module demux(data, sel, q_0, q_1);
input reg [7:0] data;
input sel;
output reg [7:0] q_0, q_1;
    always @(*) begin
        case (sel)
            1'b0 : begin
                        q_0 = data;
                        q_1 = 0;
                      end
            1'b1 : begin
                        q_0 = 0;
                        q_1 = data;
                      end            
        endcase
    end
endmodule
==> flow/run.sh <==
#!/bin/bash
# OpenROAD 26Q1-2900-gdf79404cd8, Yosys 0.63+post, stock flow scripts
make -C /OpenROAD-flow-scripts/flow DESIGN_CONFIG=/design/flow/config.mk WORK_HOME=/design/flow/orfs finish
==> flow/config.mk <==
export PLATFORM = sky130hd
export DESIGN_NAME = demux
export DESIGN_NICKNAME = demux
export VERILOG_FILES = /design/flow/design.v
export SDC_FILE = /design/flow/constraint.sdc
export NUM_CORES = 4
export LEC_CHECK = 1
export CORE_AREA = 10 10 70 70
export DIE_AREA = 0 0 80 80
==> flow/constraint.sdc <==
current_design demux

set clk_period 1.0
set clk_io_pct 0.2

create_clock -name clk0 -period $clk_period

set non_clock_inputs [all_inputs -no_clocks]
set_input_delay [expr $clk_period * $clk_io_pct] -clock clk0 $non_clock_inputs
set_output_delay [expr $clk_period * $clk_io_pct] -clock clk0 [all_outputs]
==> flow_metrics.rpt <==
==== FLOW RESULTS ====
----------------------------------------------------
[Run status]
  Result of the run ........................ finished, violations left
  Failing checks ........................ setup timing

[Place]
  Port Buffers ........................ 25
  Total instance count after detailed placement ........................ 88
  Total cell area at the placement stage ........................ 423 um2
  Placed wire-length estimate after detailed placement ........................ 608 um
  Final weighted congestion of routability-driven global placement ........................ 0.742

[Floorplan]
  Floorplan Core Area ........................ 3420 um2
  Floorplan-stage core utilization ........................ 0.0348
  Die footprint ........................ 6400 um2
  Die span in x ........................ 80 um
  Die Height ........................ 80 um
  Count of pins on the block boundary ........................ 25
  Std-Cell Rows ........................ 21

[Global route]
  Maximum number of pins on one net before global-route repair ........................ 7
  Global Route Usage Sum ........................ 0.0212
  Total congestion overflow after global routing ........................ 0
  Number of global-route vias before repair ........................ 220
  First-pass GRT wire length ........................ 1130 um
  Initial antenna violation count ........................ 0

[Timing]
  Final-layout worst hold slack ........................ 676 ps
  Period Utilization, post-route ........................ 1.01
  Final-layout setup total negative slack ........................ -14.9 ps
  Maximum clock frequency ........................ 0.988 GHz
  Count of final hold-check violations ........................ 0
  Setup violators final ........................ 2
  Setup repair after global routing missed its margin ........................ yes
  Final WS setup ........................ -12.2 ps
  Tightest Pin Transition ........................ 74.3 ps
  Number of pins with negative max-slew slack in the final report ........................ 0
  Final period demand of the worst path ........................ 1010 ps
  Slew margin rel. ........................ 0.950

[Pwr]
  Leakage ........................ 0.231 nW
  Power density over cell area ........................ 292 nW/um2
  Overall power consumption ........................ 0.123 mW
  Worst voltage drop across the vdd grid ........................ 0.0343 mV

[Synthesis]
  Chip Area, Yosys ........................ 119 um2
  Number of warnings printed during yosys synthesis ........................ 1
  Mapped Area ........................ 119 um2
  Mean cell area of the mapped netlist ........................ 6.99 um2
  Sequential area share after synthesis ........................ 0
  Yosys stat cell total ........................ 17
  Number of unique standard cell types used by synthesis ........................ 4
  Cell count after synthesis ........................ 17

[Worst hold path]
  Kind of path behind the tightest hold check ........................ primary input to output port
  Startpoint of the tightest hold check path ........................ data[5]

[Run]
  Tally of max-capacitance violations ........................ 0
  Number of warning messages in the logs ........................ 34

[Finish]
  Area taken by flip-flops and latches ........................ 0 um2
  Post-route cell area ........................ 423 um2
  Final std cells w/o fill ........................ 94
  Count of clock buffers in the final design ........................ 0
  Syn-to-layout area delta ........................ 256%
  Count of flip-flops and latches ........................ 0
  Fraction of layout cells with a size suffix above 1 ........................ 0.500
  Count of filler cells inserted in the layout ........................ 389

[Worst setup path]
  Critical-path maximum fanout ........................ 4
  Crit path kind ........................ primary input to output port
  Sort of element at the end of the critical path ........................ output port
  Req. time, crit path ........................ 800 ps
  Crit path DAT ........................ 810 ps
  Worst setup path startpoint ........................ sel
  Critical path startpoint category ........................ primary input

[Detailed routing]
  Wire length per cell after detailed routing ........................ 8.59 um
  Drt initial violations ........................ 2
  Residual DRC count ........................ 0
  First-pass iteration count of the detailed router ........................ 2
  Total wirelength of the detailed-routed design ........................ 807 um
  Total via count in the routed design ........................ 226
  Antenna diode count ........................ 0
  Number of nets with antenna violations after routing ........................ 0
  Post-DR vias/cell ........................ 2.40

[Clocking]
  Number of hold buffers added after cts ........................ 0

----------------------------------------------------
==> cell usage after synthesis <==
| library cell | number | area share |
|---|---|---|
| nor2b_1 | 2 | 0.11 |
| and2b_1 | 6 | 0.38 |
| and2_1 | 8 | 0.42 |
| buf_6 | 1 | 0.095 |
==> stage by stage <==
stage | utilization | setup WS [ps]
finish | 0.124 | -12.2
global route | 0.124 | -50.6
CTS | 0.123 | -67.9
detailed placement | 0.124 | -632
global placement | 0.124 | -634
floorplan | - | 372
==> worst paths after layout <==
kind	to	cells past startpoint	slack [ps]
worst min-delay path	q_0[5]	3	680
worst max-delay path	q_0[6]	6	-10
==> critical path, cell delays in order <==
cell and delay (ps):
buf_8 100, buf_6 110, buf_6 110, buf_6 110, nor2b_1 90, buf_2 100
==> where the power goes <==
part / switching [mW] / leakage, nW / total (mW) / internal [mW]
combinational: 0.0334 / 0.231 / 0.123 / 0.0900
sequential: 0 / 0 / 0 / 0
clock: 0 / 0 / 0 / 0
total: 0.0334 / 0.231 / 0.123 / 0.0900
==> repair_timing <==
action	in CTS	in global routing
endpoints found under the setup margin	16	9
pin swaps	3	0
setup buffers	5	0
resized	64	6
gates cloned	1	0
==> cell families after synthesis <==
group,after synthesis,share of synthesized area
buf+inv,1,0.0947
simple gates,16,0.905
==> area by class of cell <==
cell class	count	area (um2)	share of cell area
multi-input cells	16	118	0.278
repair buffers	32	248	0.586
well taps	46	57.6	0.136
==> per-layer routing <==
metal,vias to the layer above,global-route usage,wire length [um]
met5,-,0,0
met3,0,0.00682,97
li1,113,-,-
met1,96,0.0310,383
met2,17,0.0313,326
met4,0,0,0
==> cell usage in the layout (no fill, tap or decap) <==
cell,n
dlygate4sd2_1,7
buf_6,5
nor2b_1,1
and2b_1,6
clkdlybuf4s15_1,3
buf_2,12
and2_4,1
buf_8,1
clkbuf_2,2
buf_4,2
nor2b_4,1
and2_1,7
No activity file was given, so power comes from the tool's default toggle rates.
